==> flow/design.v <==
module he_parity_gen
  (rst,
   clk,
   din,
   parity
   );
  parameter K = 4;
  parameter M = 3;
  input                         clk;
  input                         rst;
  input  [K - 1 : 0]            din;
  output [M - 1 : 0]            parity;
  reg    [M - 1 : 0]             parity;
  integer                       i;
  integer                       j;
  integer                       tj;
  integer                       offset;
  always @(posedge clk or negedge rst)
    begin
      if (rst == 1'b0)
        begin
          parity <= 'h0;
        end
      else
        begin
          for (i = 0; i < M; i = i + 1)
            begin
              offset = 2;
              parity[i] = 1'b0;
              for (j = 3; j < K + M + 1; j = j + 1)
                begin
                  if ((j & (j - 1)) === 32'd0)  
                    begin
                      offset = offset + 1;
                    end
                  else
                    begin
                      if ((j[i] == 1'b1))
                        begin
                          tj = j - offset - 1;
                          parity[i] = parity[i] ^ din[tj];
                        end
                    end
                end
            end  
        end  
    end  
endmodule  
module he_top
  (clk,
   rst,
   dvld,
   din,
   cvld,
   cout
   );
  parameter  K  = 8;
  localparam M = (K ==    1)  ?  2 :
                  (K <=    4)  ?  3 :
                  (K <=   11)  ?  4 :
                  (K <=   26)  ?  5 :
                  (K <=   57)  ?  6 :
                  (K <=  120)  ?  7 :
                  (K <=  247)  ?  8 :
                  (K <=  502)  ?  9 :
                  (K <= 1013)  ? 10 :
                  11;
  input                         clk;
  input                         rst;
  input                         dvld;
  input [K - 1 : 0]             din;
  output                        cvld;
  output [K + M - 1 : 0]        cout;
  reg [K-1:0]                   din_reg;
  reg                           dvld_reg;
  reg                           cvld;
  reg [K-1:0]                   cout_data;
  wire [M-1:0]                  cout_parity;
  always @(posedge clk or negedge rst)
    if (rst == 1'b0)
      begin
        din_reg <= 'h0;
        dvld_reg <= 1'b0;
      end
    else
      begin
        din_reg <= din;
        dvld_reg <= dvld;
      end
  always @(posedge clk or negedge rst)
    begin
      if (rst == 1'b0)
        begin
          cout_data <=  'h0;
          cvld      <= 1'b0;
        end
      else
        begin
          cout_data <= din_reg;
          cvld      <= dvld_reg;
        end  
    end  
  assign cout = {cout_parity, cout_data};
  he_parity_gen
    #(.K(K),
      .M(M)
     ) u1_parity_gen
    (.rst(rst),
     .clk(clk),
     .din(din_reg),
     .parity(cout_parity)
     );
endmodule
==> flow/run.sh <==
#!/bin/bash
# OpenROAD 26Q1-2900-gdf79404cd8, Yosys 0.63+post, stock flow scripts
make -C /OpenROAD-flow-scripts/flow DESIGN_CONFIG=/design/flow/config.mk WORK_HOME=/design/flow/orfs finish
==> flow/config.mk <==
export PLATFORM = sky130hd
export DESIGN_NAME = he_top
export DESIGN_NICKNAME = he_top
export VERILOG_FILES = /design/flow/design.v
export SDC_FILE = /design/flow/constraint.sdc
export NUM_CORES = 4
export LEC_CHECK = 1
export CORE_AREA = 10 10 74 74
export DIE_AREA = 0 0 84 84
==> flow/constraint.sdc <==
current_design he_top

set clk_period 1.6
set clk_io_pct 0.2

create_clock -name clk0 -period $clk_period [get_ports {clk}]

set non_clock_inputs [all_inputs -no_clocks]
set_input_delay [expr $clk_period * $clk_io_pct] -clock clk0 $non_clock_inputs
set_output_delay [expr $clk_period * $clk_io_pct] -clock clk0 [all_outputs]
==> impl_metrics.yaml <==
# physical design summary
sta:
  rsz0062_at_grt: "no"
  finalClockPeriodUsage_pct: 85.7
  worstMarginPinSlew_ps: 266
  setup_viol: 0
  finalHoldViolations: 0
  fmax_ghz: 0.729
  slew_headroom_pct: 82.2
  drv_slew: 0
  fin_crit_ps: 1370
  fin_setup_tns_ps: 0
  fin_skew_ps: 2.60
  fin_hold_ws_ps: 349
worst_hold_path:
  whs_endpoint: "cvld$_DFF_PN0_"
  hold_path_depth: 0
  worstHoldStart: "dvld_reg$_DFF_PN0_"
  min_path_type: "register to register"
clock_network:
  ctsHoldBuffers: 0
  clock_path_buffers: 2
  clock_sinks: 22
  postCtsSetupBuffers: 0
  cts_inserted_buffers: 3
  clk_pin_slew_ps: 70
  h-tree-depth: 1
  cts_root_buffer: "clkbuf_8"
  cts_tree: "built"
  cts_resized: 0
  clock_latency_ps: 250
logic_synthesis:
  ys_seq_share_pct: 81.8
  synth-seq-cells: 22
  ys_chip_area_um2: 673
  ys.warnings.count: 2
  yosysMostFrequentCell: "dfrtp_1"
  synth_cells: 32
  synth-edff-count: 0
  area_leaders: "dfrtp_1 (82%), xnor3_1 (6.7%), xnor2_1 (5.2%), xor2_1 (3.9%), xnor2_2 (2.4%)"
  yosys_cells: 32
  syn_avg_cell_area_um2: 21.0
  ff_type: "dfrtp_1"
  yosysUniqueCellTypes: 5
  top_area_share_pct: 81.8
  common_cells: "dfrtp_1 (22), xnor2_1 (4), xor2_1 (3)"
  netlist_area_um2: 673
  yosys.area.top_type: "dfrtp_1"
  synthArstFlopShare_pct: 100
power:
  ir_worst_vdd_mv: 0.430
  power_mw: 1.08
  pwr-share-seq_pct: 57.7
  p_per_area_mw_per_mm2: 1060
  p_sw_uw: 200
  p_comb_share_pct: 13.3
  sw_frac_of_total_pct: 18.5
  p_leak_nw: 0.433
  p_int_uw: 880
  clkPwrFrac_pct: 28.9
grt:
  met2_usage_pct: 5.30
  grt_use_total_pct: 3.47
  grtUsageMet1_pct: 3.80
  grt_start_max_net_pins: 23
  antenna_found_initial: 0
  grt_overflow: 0
  grt_pass1_vias: 392
  grt_pass1_wl_um: 1900
  grt.busiest_layer: "met2"
  use_met3_pct: 2.95
die:
  die-height_um: 84
  die_area_mm2: 0.00706
  ios: 24
  die_w_um: 84
  fp_util_pct: 17.0
  core_area_mm2: 0.00397
  fp-row-count: 23
setup_path:
  r2r_slack_ps: 510
  required_ps: 1280
  worstSetupPathType: "register to primary output"
  max_stage_delay_ps: 460
  critPathBufInv: 1
  r2r_start: "din_reg[6]$_DFF_PN0_"
  reg2reg_to: "u1_parity_gen.parity[0]$_DFF_PN0_"
  arrival_ps: 1050
  start_kind: "register"
  critical_path.max_fanout: 1
  crit_start: "cout_data[2]$_DFF_PN0_"
  crit_path_cell_trace: "clkdlybuf4s50_1"
  cp_top_family: "buffers and inverters"
  reg2reg_depth: 2
  setup.worst_path.end_class: "primary output"
  slowest_stage: "clkdlybuf4s50_1"
job:
  cap_violations: 0
  warning_count: 25
final_layout:
  drive_gt1_share_pct: 8.47
  final_cell_area_mm2: 0.00101
  final_util_pct: 25.6
  syn2layout_area_growth_pct: 50.7
drt:
  wire_per_inst_um: 10.8
  totalWireLength_um: 1180
  num_vias: 323
  antenna_cells: 0
  drt_pass1_iterations: 2
  drc: 0
  drt-vias-per-instance: 2.96
  ant_nets: 0
  drtIter0Drc: 46
placed_design:
  port_buffers: 23
  gp_congestion: 0.688
  placed_cell_area_um2: 973
outcome:
  run_status: "finished, final reports clean"
cell usage in the layout (no fill, tap or decap):
master / netlist / final
clkbuf_8: 0 / 3
buf_4: 0 / 1
dfrtp_1: 22 / 22
clkdlybuf4s50_1: 0 / 23
xor2_1: 3 / 3
xnor2_2: 1 / 1
xnor2_1: 4 / 4
xnor3_1: 2 / 2
power groups by stage:
| stage | Sequential (mW) | Combinational [mW] | Clock [mW] |
|---|---|---|---|
| 6_report | 0.623 | 0.144 | 0.312 |
| 5_1_grt | 0.627 | 0.160 | 0.363 |
| 4_1_cts | 0.624 | 0.150 | 0.326 |
how the worst max path moves through the flow:
stage	to	slack, ps	cells past startpoint
5_1_grt	cout[5]	160	1
4_1_cts	cout[8]	200	1
6_report	cout[2]	230	1
routing by layer:
layer	vias to the layer above	part of all wire, %	wire, um
met2	19	47	550
met1	149	38	442
met3	2	15	178
li1	153	-	-
met5	-	0	0
met4	0	0.43	5
through the flow:
stage,instances,worst slack [ps]
CTS,109,205
global route,109,156
floorplan,32,564
finish,109,228
detailed placement,106,484
global placement,106,494
logic make-up (layout without fill, tap and decap cells):
logic type             count (synthesis)  count (layout)  synth area share [%]
flip-flops                            22              22                  81.8
buffers and inverters                  0              27                     0
XOR/XNOR                              10              10                  18.2
layout make-up:
type / instances / area (um^2)
Clock buffer: 3 / 41.3
Fill cell: 415 / 2960
Multi-Input combinational cell: 10 / 123
Sequential cell: 22 / 551
Tap cell: 50 / 62.6
Timing Repair Buffer: 24 / 238
Power figures rest on the tool's default switching activity, not on a simulated workload.
